==> flow/config.mk <==
export PLATFORM = sky130hd
export DESIGN_NAME = simpleChronometer
export DESIGN_NICKNAME = simpleChronometer
export VERILOG_FILES = /design/flow/design.v
export SDC_FILE = /design/flow/constraint.sdc
export NUM_CORES = 4
export LEC_CHECK = 1
export CORE_UTILIZATION = 40
==> flow/constraint.sdc <==
current_design simpleChronometer

set clk_period 4.6
set clk_io_pct 0.2

create_clock -name clk0 -period $clk_period [get_ports {CLK_50M}]

set non_clock_inputs [all_inputs -no_clocks]
set_input_delay [expr $clk_period * $clk_io_pct] -clock clk0 $non_clock_inputs
set_output_delay [expr $clk_period * $clk_io_pct] -clock clk0 [all_outputs]
==> flow/design.v <==
module	Module_Counter_8_bit_sync	(	qzt_clk,
						clk_in,
						limit,
						reset,
						out,
						carry);
input		qzt_clk;
input		clk_in;
input		reset;	
input	[7:0]	limit;
output	[7:0]	out;
output		carry;
reg	[7:0]	out;
reg		carry;
reg		clk_old = 0;
always @(posedge qzt_clk) begin
	if (reset)begin
		out = 8'b00000000;
		carry = 0;
	end else
	if (clk_in & !clk_old) begin
		clk_old <=clk_in;
		if (out >= (limit - 8'b00000001)) begin
		out = 0;
		carry = 1;
		end else if (out == 0) begin
		out = 1;
		carry = 0;
		end else
		out = out + 1;
	end 
	else if(!clk_in & clk_old)	
			clk_old <=clk_in;
end
endmodule
module simpleChronometer	(	CLK_50M,
					SW,
					LED);
input		CLK_50M;
input		SW;
output	[7:0]	LED;
wire 		w_CLK_100_Hz;
wire		w_tmp_carry_0;
wire		w_tmp_carry_1;
wire		w_tmp_carry_2;
wire	[7:0]	w_in_MUX_0;
wire	[7:0]	w_in_MUX_1;
Module_FrequencyDivider 	freq_divider_100		(
								.clk_in(CLK_50M),
								.period(30'd250000),
								.clk_out(w_CLK_100_Hz));
Module_Counter_8_bit_sync		counterLSB_decimals		(	.qzt_clk(CLK_50M),
								.clk_in(w_CLK_100_Hz),
								.limit(8'b00001010),
								.reset(0),
								.carry(w_tmp_carry_0),
								.out(w_in_MUX_0[3:0]));
Module_Counter_8_bit_sync		counterMSB_decimals		(	.qzt_clk(CLK_50M),
								.clk_in(w_tmp_carry_0),
								.limit(8'b00001010),
								.reset(0),
								.carry(w_tmp_carry_1),
								.out(w_in_MUX_0[7:4]));
Module_Counter_8_bit_sync		counterLSB_units		(	.qzt_clk(CLK_50M),
								.clk_in(w_tmp_carry_1),
								.limit(8'b00001010),
								.reset(0),
								.carry(w_tmp_carry_2),
								.out(w_in_MUX_1[3:0]));
Module_Counter_8_bit_sync		counterMSB_units		(	.qzt_clk(CLK_50M),
								.clk_in(w_tmp_carry_2),
								.limit(8'b00001010),
								.reset(0),
								.carry(),
								.out(w_in_MUX_1[7:4]));
Module_Multiplexer_2_input_8_bit_sync  		multiplexer_1_sync	(	
								.clk_in(w_CLK_100_Hz),
								.address(SW),
								.input_0(w_in_MUX_0),
								.input_1(w_in_MUX_1),
								.mux_output(LED));
endmodule
module	Module_FrequencyDivider	(	clk_in,
					period,
					clk_out);
input		clk_in;
input	[29:0]	period;
output		clk_out;
reg		clk_out;
reg	[29:0]	counter;
always @(posedge clk_in) begin
	if (counter >= (period - 1)) begin
		counter <= 0;
		clk_out <= ~clk_out;
	end else
		counter <= counter + 1;
end
endmodule
module	Module_Counter_8_bit	(	clk_in,
					limit,
					out,
					carry);
input		clk_in;
input	[7:0]	limit;
output	[7:0]	out;
output		carry;
reg	[7:0]	out;
reg		carry;
always @(posedge clk_in) begin
	if (out >= (limit - 8'b00000001)) begin
		out <= 0;
		carry <= 1;
	end else if (out == 0) begin
		out <= 1;
		carry <= 0;
	end else
		out <= out + 1;
end
endmodule
module	Module_SynchroCounter_8_bit_SR	(	qzt_clk,
						clk_in,
						reset,
						set,
						presetValue,
						limit,
						out,
						carry);
input		qzt_clk;
input		clk_in;
input		reset;
input		set;
input	[7:0]	presetValue;
input	[7:0]	limit;
output	[7:0]	out;
output		carry;
reg	[7:0]	out;
reg		carry;
reg		clk_in_old;
always @(posedge qzt_clk) begin
	if (reset) begin
		out <= 0;
		carry <= 0;
	end else if (set) begin
		out <= presetValue;
		carry <= 0;
	end else if (!clk_in_old & clk_in) begin
		if (out >= (limit - 8'b00000001)) begin
			out <= 0;
			carry <= 1;
		end else if (out == 0) begin
			out <= 1;
			carry <= 0;
		end else
			out <= out + 1;
	end
	clk_in_old <= clk_in;
end
endmodule
module	Module_Multiplexer_2_input_8_bit_sync	(	clk_in,
							address,
							input_0,
							input_1,
							mux_output);
input		clk_in;
input		address;
input	[7:0]	input_0;
input	[7:0]	input_1;
output	[7:0]	mux_output;
reg	[7:0]	mux_output;
always @(posedge clk_in) begin
	mux_output <= (address)? input_1 : input_0;
end
endmodule
module Module_Monostable	(	clk_in,
					monostable_input,
					N,
					monostable_output);
input		clk_in;
input		monostable_input;
input	[27:0]	N;
output		monostable_output;
reg		monostable_output;
reg		monostable_input_old;
reg 	[27:0]	counter;
always @(posedge clk_in) begin
	if (counter == 0) begin
		if (!monostable_input_old & monostable_input) begin
			counter <= ((N)? N : 28'b0000000011110100001001000000) - 1;
			monostable_output <= 1;
		end else
			monostable_output <= 0;
	end else
		counter <= counter - 1;
	monostable_input_old <= monostable_input;
end
endmodule
module Module_ToggleFlipFlop	(	clk_in,
					ff_input,
					ff_output);
input		clk_in;
input		ff_input;
output		ff_output;
reg		ff_output;
reg		ff_input_previous;
always @(posedge clk_in) begin
	if (!ff_input_previous & ff_input) begin
		ff_output <= ~ff_output;
	end
	ff_input_previous <= ff_input;
end
endmodule
module	Module_Latch_16_bit	(	clk_in,
					holdFlag,
					twoByteInput,
					twoByteOuput);
input		clk_in;
input		holdFlag;
input	[15:0]	twoByteInput;
output	[15:0]	twoByteOuput;
reg	[15:0]	twoByteOuput;
always @(posedge clk_in) begin
	if (!holdFlag) twoByteOuput <= twoByteInput;
end
endmodule
==> flow/run.sh <==
#!/bin/bash
# OpenROAD 26Q1-2900-gdf79404cd8, Yosys 0.63+post, stock flow scripts
make -C /OpenROAD-flow-scripts/flow DESIGN_CONFIG=/design/flow/config.mk WORK_HOME=/design/flow/orfs finish
==> impl_summary.log <==
[report] extracting results
INFO  metric cell_with_the_biggest_individual_delay_on_the_critical_path = sky130_fd_sc_hd__o211ai_4
INFO  metric drive_gt1_frac = 0.09568
INFO  metric cp-end-kind = flop
INFO  metric path_class = flop to flop
INFO  metric count_of_cells_resized_by_post_cts_repair = 0
INFO  metric utilization = 0.4795
INFO  metric clock.latency.late_pin = about 330 ps
INFO  metric grtUsageMet2 = 0.1667
INFO  metric final.period_utilization = 0.4126
INFO  metric die_area = roughly 8500 um2
INFO  metric pre_cts_slack = roughly 2700 ps
INFO  metric finalHoldViolations = 0
INFO  metric r2r_cells = 4
INFO  metric run_status = finished clean
INFO  metric worstMarginPinSlew = 658.3 ps
INFO  metric synth_area_per_cell = roughly 12 um2
INFO  metric synthesis.instances = 274
INFO  metric endpoints_left_unconstrained = 16
INFO  metric lay_top_count = sky130_fd_sc_hd__edfxtp_1
INFO  metric power.static_leakage = ~1.4 nW
INFO  metric dr.first_iter.drc_count = between 50 and 60
INFO  metric cts-buffers-inserted = 9
INFO  metric peakVddDrop = around 220 uV
INFO  metric stage_log_warnings = 37
INFO  metric holdPathEnd = counterLSB_units.clk_old
INFO  metric synth.yosys.seq_area_share = 0.6063
INFO  metric antenna_violating_nets_post_route = 0
INFO  metric detail_route.antenna_diodes = 0
INFO  metric vias = ~1900
INFO  metric worstPathRequired = roughly 4600 ps
INFO  metric holdBufCountCts = 0
INFO  metric yosys.cell_types.count = 33
INFO  metric post_cts_buffers = 0
INFO  metric final_max_slew_viols = 0
INFO  metric hpwl = 3.102 mm
INFO  metric use_met1 = 0.2224
INFO  metric timing.final.crit_period = roughly 1900 ps
INFO  metric remaining_drc_errors = 0
INFO  metric signal_arrival_time_at_the_worst_endpoint = roughly 1900 ps
INFO  metric h_tree_levels = 3
INFO  metric critical_path.reg2reg.endpoint = freq_divider_100.clk_out
INFO  metric ys_seq_elements = ~80
INFO  metric clock_path_buffers = 2
INFO  metric finalHoldWorstSlack = roughly 450 ps
INFO  metric synth_stat.cells = around 270
INFO  metric unclocked_pins = 8
INFO  metric totalPowerFinal = 1.126 mW
INFO  metric path_clk_slew = around 70 ps
INFO  metric finalWirelength = 4.409 mm
INFO  metric synthesis.area = about 3200 um2
INFO  metric drt_first_pass_iters = 4
INFO  metric grt_first_pass_wirelength = roughly 8.1 mm
INFO  metric cts.root.buffer_cell = sky130_fd_sc_hd__clkbuf_8
INFO  metric critical_path.max_fanout = 18
INFO  metric port_buffers = 9
INFO  metric fillerInstances = 706
INFO  metric critPathMaxStageDelay = about 550 ps
INFO  metric cts_tree = done
INFO  metric number_of_global_route_vias_before_repair = about 1800
INFO  metric setup-violations-final = 0
INFO  metric ys_chip_area = between 3000 and 4000 um2
INFO  metric core = between 7000 and 8000 um2
INFO  metric place_congestion = approximately 0.84
INFO  metric clock_skew = between 5 and 6 ps
INFO  metric synthesis.yosys.warnings = 11
INFO  metric fmax = approximately 530 MHz
INFO  metric worst_case_setup_margin_in_the_final_layout = about 2700 ps
INFO  metric relSlewSlack = 0.5590
INFO  metric power_density = about 300 nW/um2
INFO  metric whs_path_depth = 0
INFO  metric worstHoldStart = counterMSB_decimals.carry
INFO  metric route.detailed.wl_per_inst = ~10 um
INFO  metric die_w = slightly above 90 um
INFO  metric area_growth_syn_to_layout = 15.12%
INFO  metric rsz_0062_raised_after_global_routing = no
INFO  metric initial_core_util = 0.4166
INFO  metric grtUsageMet3 = 0.03376
INFO  metric grt.overflow.total = 0
INFO  metric grt_util_all_layers = 0.1259
INFO  metric crit-reg2reg-launch = freq_divider_100.counter[0]
INFO  metric pin_count = 10
INFO  metric timing.max_cap.violations = 0
INFO  metric setup.reg_to_reg.worst_slack = ~2700 ps
INFO  metric hold_path.class = flop to flop
INFO  metric finalSetupTns = 0 ps
INFO  metric vias_per_cell = roughly 4.4
INFO  metric initial_antenna_violation_count = 0
INFO  metric mostFrequentLayoutCells = sky130_fd_sc_hd__edfxtp_1, sky130_fd_sc_hd__dfxtp_1, sky130_fd_sc_hd__inv_1
INFO  metric grt_start_max_net_pins = 19
INFO  metric top_usage_layer = met1
INFO  metric die_height = ~92 um
INFO  metric worstPathCellList = ha_1 > and3_1 > nor4_2 > o211ai_4
INFO  metric fp-row-count = 32
INFO  metric type_of_element_launching_the_critical_path = flop
per-layer routing:
layer / up-vias / share of wire
met5: - / 0
met4: 0 / 0.014
met3: 6 / 0.031
met2: 23 / 0.41
met1: 823 / 0.54
li1: 1008 / -
stage by stage:
| stage | std cells | area, um2 |
|---|---|---|
| 6_report | 426 | 3725 |
| 5_1_grt | 426 | 3725 |
| 4_1_cts | 426 | 3725 |
| 3_5_place_dp | 410 | 3540 |
| 3_3_place_gp | 410 | 3540 |
| 2_1_floorplan | 301 | 3337 |
where the power goes:
part           internal [mW]  leakage (nW)  total, mW  switching [mW]
sequential             0.665         0.681      0.667         0.00196
clock                  0.239        0.0987      0.449           0.211
combinational        0.00360         0.603    0.00929         0.00569
total                  0.908          1.38       1.13           0.218
area by class of cell:
| type | count | area (um2) | area share |
|---|---|---|---|
| Inverter | 29 | 108.9 | 0.02922 |
| Clock inverter | 4 | 18.77 | 0.005039 |
| Multi-Input combinational cell | 192 | 1251 | 0.3359 |
| Sequential cell | 78 | 1962 | 0.5267 |
| Timing Repair Buffer | 9 | 90.09 | 0.02419 |
| Clock buffer | 12 | 166.4 | 0.04468 |
| Tap cell | 102 | 127.6 | 0.03426 |
worst max-delay path, delay by kind of cell (launching register included):
kind	cells	cell delay [ps]
DFF	1	400
adders and majority gates	1	250
and+or+nand+nor	2	330
AOI/OAI and AO/OA	1	550
flip-flops by register name (all words and copies together), names as in the netlist:
name and flops:
counterLSB_units.carry 1, counterLSB_decimals.carry 1, counterMSB_decimals.out 8, freq_divider_100.counter 30
multiplexer_1_sync.mux_output 8, counterLSB_units.clk_old 1, counterLSB_decimals.out 8, counterMSB_decimals.clk_old 1
counterMSB_decimals.carry 1, counterMSB_units.clk_old 1, freq_divider_100.clk_out 1, counterMSB_units.out 8
counterLSB_units.out 8, counterLSB_decimals.clk_old 1
how the worst max path moves through the flow:
stage	startpoint	endpoint	slack [ps]	cells after the start
CTS	freq_divider_100.counter[0]	freq_divider_100.clk_out	2680	4
finish	freq_divider_100.counter[0]	freq_divider_100.clk_out	2700	4
global route	freq_divider_100.counter[0]	freq_divider_100.clk_out	2580	4
cell usage after synthesis:
cell / number / share of area
sky130_fd_sc_hd__o41a_1: 1 / 0.0035
sky130_fd_sc_hd__nand4_1: 5 / 0.0097
sky130_fd_sc_hd__nand3_1: 14 / 0.022
sky130_fd_sc_hd__clkbuf_1: 1 / 0.0012
sky130_fd_sc_hd__nor4b_1: 1 / 0.0027
sky130_fd_sc_hd__nor2_2: 8 / 0.015
sky130_fd_sc_hd__buf_6: 1 / 0.0035
sky130_fd_sc_hd__o21ai_2: 1 / 0.0027
sky130_fd_sc_hd__conb_1: 1 / 0.0012
sky130_fd_sc_hd__xnor2_1: 18 / 0.049
sky130_fd_sc_hd__nor3b_1: 1 / 0.0023
sky130_fd_sc_hd__and2_1: 4 / 0.0077
sky130_fd_sc_hd__nor4_2: 1 / 0.0039
sky130_fd_sc_hd__ha_1: 21 / 0.081
sky130_fd_sc_hd__edfxtp_1: 40 / 0.37
sky130_fd_sc_hd__o31ai_1: 3 / 0.0070
sky130_fd_sc_hd__o22ai_1: 1 / 0.0019
sky130_fd_sc_hd__o21ai_0: 5 / 0.0077
sky130_fd_sc_hd__o221a_2: 1 / 0.0035
sky130_fd_sc_hd__and3_1: 3 / 0.0058
sky130_fd_sc_hd__inv_1: 29 / 0.034
sky130_fd_sc_hd__nor2_4: 1 / 0.0035
sky130_fd_sc_hd__nand2_1: 14 / 0.016
sky130_fd_sc_hd__dfxtp_1: 38 / 0.24
sky130_fd_sc_hd__xor2_1: 5 / 0.014
sky130_fd_sc_hd__o211ai_4: 1 / 0.0066
sky130_fd_sc_hd__a21oi_1: 5 / 0.0077
sky130_fd_sc_hd__nor4_1: 12 / 0.023
sky130_fd_sc_hd__and4_1: 1 / 0.0027
sky130_fd_sc_hd__mux2_2: 4 / 0.014
sky130_fd_sc_hd__nor3_1: 5 / 0.0077
sky130_fd_sc_hd__o21a_1: 1 / 0.0023
sky130_fd_sc_hd__nor2_1: 27 / 0.031
kinds of logic after synthesis:
group,synth area share
AOI/OAI and AO/OA,0.04292
xor gates and xnor gates,0.06226
adders and majority gates,0.08121
buffers and inverters,0.03828
DFF,0.6063
muxes,0.01392
other,0.001159
and+or+nand+nor,0.1539
Power is estimated from default activity; no workload was simulated.
