--- run.sh ---
#!/bin/bash
# OpenROAD 26Q1-2900-gdf79404cd8, Yosys 0.63+post, stock flow scripts
make -C /OpenROAD-flow-scripts/flow DESIGN_CONFIG=/design/flow/config.mk WORK_HOME=/design/flow/orfs finish
--- config.mk ---
export PLATFORM = sky130hd
export DESIGN_NAME = Module_NotchFilter
export DESIGN_NICKNAME = Module_NotchFilter
export VERILOG_FILES = /design/flow/design.v
export SDC_FILE = /design/flow/constraint.sdc
export NUM_CORES = 4
export LEC_CHECK = 1
export CORE_UTILIZATION = 40
--- constraint.sdc ---
current_design Module_NotchFilter

set clk_period 20.2
set clk_io_pct 0.2

create_clock -name clk0 -period $clk_period [get_ports {qzt_clk}]

set non_clock_inputs [all_inputs -no_clocks]
set_input_delay [expr $clk_period * $clk_io_pct] -clock clk0 $non_clock_inputs
set_output_delay [expr $clk_period * $clk_io_pct] -clock clk0 [all_outputs]
--- design.v ---
module Module_NotchFilter	(	qzt_clk,
					clk_in,
					k,
					Vin,
					reset,
					Vout);
input		qzt_clk;
input		clk_in;
input 		reset;
input	[3:0]	k;
input signed	[19:0]	Vin;
output signed	[19:0]	Vout;
reg signed	[19:0]	Vout;
reg signed	[19:0]	Vin_old_1;
reg signed	[19:0]	Vin_old_2;
reg signed	[19:0]	Vout_old_2;
reg		clk_in_old;
always @(posedge qzt_clk) begin
	if(clk_in & !clk_in_old)begin
		Vin_old_1 <= Vin;
		Vin_old_2 <= Vin_old_1;
		Vout_old_2 <= Vout;
		Vout <= Vin + Vin_old_2 - (Vin>>>(k+1)) - (Vin_old_2>>>(k+1)) - Vout_old_2 + (Vout_old_2>>>k);
	end
	if (reset)begin
		Vin_old_1 <= 0;
		Vin_old_2 <= 0;
		Vout_old_2 <= 0;
	end
	clk_in_old <= clk_in;
end
endmodule
==> Changelog: implementation <==
## Implementation

- Peak supply drop: 0.0000856 V
- DRC: 0
- HP Class: register to register
- Layout cells sized above 1: 10.6%
- Antenna-violating nets left: 0
- CP delay by family, top: adder cells
- RSZ-0062 raised after global routing: false
- Clock Sinks: 81
- Ys Warns: 1
- Final period utilization: 50.1%
- Latency at later pin: 0.36 ns
- DRT iter0 DRCs: 427
- Complex Gates by Area: 14.3%
- CP arrival: 10.30 ns
- AND/OR/NAND/NOR Cells, Area Fraction: 12.9%
- Hold-fix buffer count after cts: 0
- Filler cell count: 1993
- Status: completed
- Area growth syn-to-layout: 10.2%
- Register area: 0.00182 sq mm
- Inst Count DP: 1219
- Total global routing overflow: 0
- Final Max Slew Viols: 0
- Number of flops mapped to enable cells by yosys: 20
- Mean number of vias per cell: 5.63
- DRT Pass-1 Iters: 6
- GRT Total Usage: 25.5%
- Worst slew margin relative to its limit: 39.7%
- Fmax: 98.7 MHz
- Post-CTS Setup Bufs: 0
- Post-CTS resize count: 0
- Largest area contributor in the netlist: fa_1
- Final Hold Fails: 0
- Nature of the critical path endpoint: register
- Highest-delay cell along the critical path: mux4_2
- Buf/Inv on CP: 5
- Distinct lib cells: 68
- Tool warnings: 25
- Worst slew pin tran: 0.897 ns
- Synth Seq Share: 21.5%
- CTS max path bufs: 2
- Post-synth ARST share: 0%
- Vias in the first global route: 6731
- Largest net degree at the start of global routing: 62
- Setup CP Type: input port to register
- Synth Instances: 951
- Final setup vio count: 0
- Crit-path max cell delay: 0.61 ns
- Rows: 52
- # port buffers: 46
- Post-synth top flop: dfxtp_1
- Chip area: 0.0218 sq mm
- Setup TNS: 0 ns
- Vias: 6955
- Area leader share: 17.7%
- Yosys stat cell total: 951
- CTS tree: done
- CTS Root Cell: clkbuf_16
- Comb area leader: adder cells
- Startpoint Class: input port
- Adder-Cell Fraction of Synth Area: 20.8%
- Worst hold slack: 0.451 ns
- WL final: 25000 um
- Initial core utilization: 41.3%
- Crit-path max FO: 47
- CP dominant cell by count: fa_1
- Final Skew: 0.0119 ns
- Max Cap Violations: 0
- Area of the multi-input gates: 0.00589 sq mm
- H-Tree Depth: 3
- Final Critical Period: 10.13 ns
- Synth area leaders: fa_1, dfxtp_1, mux4_2
- Routability congestion estimate: 0.978
- Antenna violations before repair: 0
- CTS Buf Count: 9
- Static leakage: 3.69 nW
- Critical-path cell list: clkdlybuf4s50_1 > buf_4 > ha_2 > buf_4 > mux4_2 > mux2i_1 > o22ai_1 > a21oi_1 > fa_1 > fa_1 > inv_1 > fa_1 > inv_1 > ha_1 > a211oi_1 > o21ai_0 > o211ai_1 > mux2i_1 > a2111oi_2
- Number of diodes: 0
- Chip Area, Yosys: 0.00847 sq mm
- Ys flops: 81
- DIE WIDTH: 148 um
- Top Ports: 47
- Final HPWL DP: 18900 um
- Clock-pin slew on the worst setup and hold paths: 0.07 ns
- Syn Std Cell Area: 0.00847 sq mm
- XOR-XNOR Cells, Area Fraction: 2.51%
- PwrDens: 133 mW/mm^2
- Core ar.: 0.0205 sq mm
- Die height: 148 um
- Mapped Avg Cell Area: 8.91 sq um
- First-pass GRT wire length: 39600 um
- Mux area share: 18.8%
- Fin cells: 1235
- CP Data Required Time: 20.37 ns
- WL/cell: 20.3 um
## layout make-up
type / instances / area share (%)
Tap cell: 270 / 3.62
Clock buffer: 10 / 2.45
Multi-Input combinational cell: 685 / 63.1
Clock inverter: 6 / 0.389
Sequential cell: 81 / 19.5
Inverter: 124 / 5.00
Timing Repair Buffer: 59 / 5.87
## per-layer routing
layer / global-route usage [%] / part of all wire (%)
met1: 38.8 / 43
met2: 36.0 / 44
met3: 9.57 / 9.7
met4: 5.88 / 2.7
met5: 0 / 0
## cells in the final DEF (no fill, tap or decap), types with 3 or more instances in the layout
cell type / synthesis / routed
nand2_1: 196 / 196
edfxtp_1: 20 / 20
nor2_1: 34 / 34
o21a_1: 5 / 5
inv_1: 121 / 121
o21ai_0: 32 / 32
mux2_2: 14 / 14
a21o_1: 5 / 5
and3_1: 5 / 5
nand2b_1: 4 / 3
o211a_1: 3 / 3
o211ai_1: 3 / 3
a221oi_1: 4 / 4
xor2_1: 7 / 7
nand3_1: 5 / 5
a21oi_1: 96 / 96
nor3_1: 8 / 8
clkinv_2: 1 / 3
clkdlybuf4s50_1: 0 / 44
clkinvlp_4: 0 / 3
fa_1: 75 / 75
o22ai_1: 7 / 7
a211oi_1: 7 / 7
ha_1: 21 / 20
clkbuf_16: 0 / 9
and2_1: 4 / 4
mux4_2: 42 / 42
o31ai_1: 5 / 5
dfxtp_1: 61 / 61
a31oi_1: 6 / 6
mux2i_1: 45 / 45
buf_4: 5 / 13
xnor2_1: 11 / 10
## worst paths after layout
kind / start / endpoint / slack (ns) / cells past startpoint
max: k[1] / Vout[16]$_DFFE_PP_ / 10.07 / 19
min: Vin_old_1[15]$_SDFFE_PP0P_ / Vin_old_2[15]$_SDFFE_PP0P_ / 0.45 / 2
max reg2reg: Vin_old_2[18]$_SDFFE_PP0P_ / Vout[16]$_DFFE_PP_ / 14.89 / 16
min reg2reg: Vin_old_1[15]$_SDFFE_PP0P_ / Vin_old_2[15]$_SDFFE_PP0P_ / 0.45 / 2
## logic make-up (layout without fill, tap and decap cells)
group / count (synthesis) / count (layout)
compound gates: 199 / 199
xor+xnor: 20 / 20
fa+ha+maj: 96 / 96
buf+inv: 185 / 199
flops: 81 / 81
mux: 103 / 103
simple gates: 267 / 267
## sequential cells by signal, summed over array words and instances (netlist names)
| register | cells |
|---|---|
| Vout | 20 |
| Vin_old_2 | 20 |
| Vin_old_1 | 20 |
| Vout_old_2 | 20 |
| clk_in_old | 1 |
## cell usage after synthesis (2+ instances only)
cell / count
nand2_1: 196
a211o_1: 2
buf_2: 17
o21ai_0: 32
mux4_2: 42
a21boi_0: 2
a22oi_1: 2
o21bai_1: 2
nor2_1: 34
nor3_1: 8
buf_4: 5
a31oi_1: 6
and2_1: 4
dfxtp_1: 61
xor2_1: 7
o22ai_1: 7
inv_1: 121
o211ai_1: 3
o31ai_1: 5
nor2b_1: 2
edfxtp_1: 20
a211oi_1: 7
o21a_1: 5
xnor2_1: 11
clkbuf_1: 28
and3_1: 5
a21o_1: 5
a221oi_1: 4
o211a_1: 3
clkinv_1: 2
nand3_1: 5
fa_1: 75
mux2i_1: 45
o21ai_1: 2
and4_1: 2
nand2b_1: 4
o2111ai_1: 2
mux2_2: 14
buf_1: 7
ha_1: 21
buf_6: 3
a31o_2: 2
a21oi_1: 96
## metrics by stage
| step | total power (W) | utilization [%] | area [sq um] | setup WS [ns] |
|---|---|---|---|---|
| final | 0.00124 | 45.5 | 9330 | 10.07 |
| after global routing | 0.00136 | 45.5 | 9330 | 9.68 |
| after CTS | 0.00124 | 45.5 | 9330 | 10.07 |
| after detailed placement | 0.00108 | 44.2 | 9060 | 9.74 |
| after global placement | 0.00109 | 44.2 | 9060 | 9.75 |
| after floorplan | 0.000853 | - | 8470 | 11.43 |
## worst reg2reg max path, delay by kind of cell (launching register included)
family                   cells  cell delay (ns)
AND-OR/OR-AND                5             1.39
adder cells (fa/ha/maj)      4             1.89
multiplexers                 4             1.06
AND/OR/NAND/NOR              1             0.10
flip-flops                   1             0.61
buffers and inverters        2             0.09
## power breakdown
group,switching (W),internal (W),total [W]
registers,0.0000213,0.000235,0.000256
logic,0.000471,0.000357,0.000828
clock network,0.0000694,0.0000824,0.000152
Power is estimated from default activity; no workload was simulated.
